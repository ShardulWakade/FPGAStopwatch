File: flow/design.v
`timescale 1ns / 1ps
module BCDIncDigit(input [3:0] digit, input inc, output reg [3:0] out, output reg incNext);
    always@(*) begin
        if(digit == 9 && inc) begin
            incNext = 1;
            out = 0;
        end
        else begin
            incNext = 0;
            out = digit + inc;
        end    
    end
endmodule
module BCDInc(input [15:0] BCD, output [15:0] inc);
wire [3:0] incNexts;
BCDIncDigit digit0(.digit(BCD[3:0]), .inc(1), .out(inc[3:0]), .incNext(incNexts[0]));
BCDIncDigit digit1(.digit(BCD[7:4]), .inc(incNexts[0]), .out(inc[7:4]), .incNext(incNexts[1]));
BCDIncDigit digit2(.digit(BCD[11:8]), .inc(incNexts[1]), .out(inc[11:8]), .incNext(incNexts[2]));
BCDIncDigit digit3(.digit(BCD[15:12]), .inc(incNexts[2]), .out(inc[15:12]), .incNext(incNexts[3]));
endmodule
module BCDDecDigit(input [3:0] digit, input dec, output reg [3:0] out, output reg decNext);
    always@(*) begin
        if(digit == 0 && dec) begin
            decNext = 1;
            out = 9;
        end
        else begin
            decNext = 0;
            out = digit - dec;
        end
    end
endmodule
module BCDDec(input [15:0] BCD, output [15:0] dec);
wire [3:0] decNexts;
BCDDecDigit digit0(.digit(BCD[3:0]), .dec(1),               .out(dec[3:0]), .decNext(decNexts[0]));
BCDDecDigit digit1(.digit(BCD[7:4]), .dec(decNexts[0]),     .out(dec[7:4]), .decNext(decNexts[1]));
BCDDecDigit digit2(.digit(BCD[11:8]), .dec(decNexts[1]),    .out(dec[11:8]), .decNext(decNexts[2]));
BCDDecDigit digit3(.digit(BCD[15:12]), .dec(decNexts[2]),   .out(dec[15:12]), .decNext(decNexts[3]));
endmodule
module BCDIncDec(input [15:0] BCD, input incOrDec, output reg [15:0] nextBCD);
wire [15:0] inc, dec;
BCDInc increment(.BCD(BCD), .inc(inc));
BCDDec decrement(.BCD(BCD), .dec(dec));
always@(*)
    if(incOrDec == 0)
        nextBCD = inc;
    else
        nextBCD = dec;
endmodule
`timescale 1ns / 1ps
module ClockDiv2500(input clk, output clk2500);
reg [11:0] counter;
reg clNext;
initial counter = 0;
initial clNext = 0;
assign clk2500 = clNext;
always@ (posedge clk) begin
    if(clNext) begin 
        counter = 0;
        clNext = 0;
    end
    else begin
        counter = counter + 1;
        if(counter == 2499)     
            clNext = 1;
    end
end
endmodule
module ClockDiv4(input clk, output clk4);
reg [1:0] counter;
assign clk4 = counter[1];
initial counter = 0;
always@ (posedge clk)
    counter = counter + 1;
endmodule
`timescale 1ns / 1ps
module LoadReg16(input clk, input load, input [15:0] watchIn, output reg [15:0] watchOut);
    initial watchOut = 0;
    always@ (posedge clk)
        if(load) watchOut = watchIn;
endmodule
module ResetMux(input [1:0] mode, input [7:0] extVal, output reg [15:0] resetVal);
    always@(*) begin
        case(mode)
            2'b00 : resetVal = 16'h0000;
            2'b01 : begin
                resetVal[15:8] = extVal;
                resetVal[7:0] = 0;
            end
            2'b10 : resetVal = 16'h9999;
            2'b11 : begin
                resetVal[15:8] = extVal;
                resetVal[7:0] = 0;
            end
        endcase
    end
endmodule
module WatchMux(input [15:0] watchInRight, input [15:0] watchInLeft, input sel, output reg [15:0] watchIn);
    always@(*)
        if(sel)
            watchIn = watchInLeft;
        else
            watchIn = watchInRight;
endmodule
`timescale 1ns / 1ps
module Controller(input clk, input isDone, input isEnd, input s,
                  output reg RST, output reg ldCounter, output reg counterVal, output reg ldWatch,
                  output wire [1:0] controllerState);
reg [1:0] currentState;
reg [1:0] nextState;
assign controllerState = currentState;
initial currentState = 0;
initial nextState = 0;
always@(*) begin
    case(currentState)
        2'b00: begin 
               RST = 1; ldCounter = 1; counterVal = 0; ldWatch = 1;
               end
        2'b01: begin
               RST = 0; ldCounter = 0; counterVal = 0; ldWatch = 0;
               end
        2'b10: begin
               RST = 0; ldCounter = 1; counterVal = 0; ldWatch = 0;           
               end
        2'b11: begin
               RST = 0; ldCounter = 1; counterVal = 1; ldWatch = 1;
               end
    endcase
end
always@(*) begin
    if(isEnd) nextState = 2'b01;
    else begin
        case(currentState)
            2'b00 : nextState = 2'b01;
            2'b01 : if(s) nextState = 2'b10; else nextState = 2'b01;
            2'b10 : if(s) nextState = 2'b01; else if(isDone) nextState = 2'b11; else nextState = 2'b10;
            2'b11 : if(s) nextState = 2'b01; else nextState = 2'b10; 
        endcase;
    end
end
always@(posedge clk)
    currentState <= nextState;
endmodule
`timescale 1ns / 1ps
module CounterDiv(input clk, input load, input valSel, input clear, output [6:0] outputVal);
reg [6:0] counterVal;
assign outputVal = counterVal;
initial counterVal = 0;
always@(posedge clk) begin
    if(load) begin
       if(clear) begin
            counterVal = 0;
       end 
       else if(valSel) begin
            counterVal = 1;
       end
       else begin
            counterVal = counterVal + 1;
       end
    end    
end
endmodule
`timescale 1ns / 1ps
module Mux4_1(
    input wire [3:0] input1,
    input wire [3:0] input2,
    input wire [3:0] input3,
    input wire [3:0] input4,
    input wire [1:0] sel,
    output reg [3:0] muxOut
);
    always @(*) begin
        case(sel)
        2'b00 : muxOut = input4;
        2'b01 : muxOut = input3;
        2'b10 : muxOut = input2;
        2'b11 : muxOut = input1;
        endcase
    end
endmodule
module notDecoder(
    input wire [1:0] sel,
    output reg [3:0] an
);
    always @(*) begin
        case(sel)
        2'b00 : an = 4'b1110;
        2'b01 : an = 4'b1101;
        2'b10 : an = 4'b1011;
        2'b11 : an = 4'b0111;
        endcase
    end
endmodule
module UpCounter(
    input clk,
    output [1:0] count
);
    reg [1:0] state;
    initial state = 0;
    assign count = state;
    always @(posedge clk) state = state + 1;
endmodule
module SevenSeg(
    input wire [3:0] hex,
    output reg [6:0] seg
    );
    always @ (*) begin
        case(hex)
            4'b0000 : seg = 7'b0000001;
            4'b0001 : seg = 7'b1001111;
            4'b0010 : seg = 7'b0010010;
            4'b0011 : seg = 7'b0000110;
            4'b0100 : seg = 7'b1001100;
            4'b0101 : seg = 7'b0100100;
            4'b0110 : seg = 7'b0100000;
            4'b0111 : seg = 7'b0001111;
            4'b1000 : seg = 7'b0000000;
            4'b1001 : seg = 7'b0001100;
            4'b1010 : seg = 7'b0001000;
            4'b1011 : seg = 7'b1100000;
            4'b1100 : seg = 7'b0110001;
            4'b1101 : seg = 7'b1000010;
            4'b1110 : seg = 7'b0110000;
            4'b1111 : seg = 7'b0111000;
        endcase 
    end
endmodule
module DisplayBCD(input clk, input [15:0] BCD, output [6:0] sevenSeg, output dp, output [3:0] an);
wire [1:0] counterOut;
UpCounter counter(.clk(clk), .count(counterOut));
notDecoder nd(.sel(counterOut), .an(an));
wire [3:0] MuxOut;
Mux4_1 inputMux(.input1(BCD[15:12]), .input2(BCD[11:8]), .input3(BCD[7:4]), .input4(BCD[3:0]),
                 .sel(counterOut), .muxOut(MuxOut) );
SevenSeg segm(.hex(MuxOut), .seg(sevenSeg));
assign dp = ~(counterOut == 2'b10);
endmodule
`timescale 1ns / 1ps
module DoneLogic(input [6:0] val, output wire isDone);
assign isDone = (val == 100);  
endmodule
module EndLogic(input [15:0] watch, input dir, output reg isEnd);
always@(*)
    if(dir)
        isEnd = (watch == 16'h0000);
    else
        isEnd = (watch == 16'h9999);
endmodule
`timescale 1ns / 1ps
module Main(input clk, input [7:0] watchVal, input [1:0] mode, input startStop, input reset,
             output [6:0] seg, output dp, output [3:0] an);
wire clk10000;
wire clk2500;
wire isDone;
wire isEnd;
wire s;
wire r;
wire RST;
wire ldCounter;
wire counterVal;
wire ldWatch;
wire [6:0] counterOut;
wire [15:0] watchIn;
wire [15:0] watch;
wire [15:0] watchInRight;
wire [15:0] watchInLeft;
wire [1:0] controllerState;
ClockDiv2500 div2500(.clk(clk), .clk2500(clk2500));
ClockDiv4 div10000(.clk(clk2500), .clk4(clk10000));
OneShot rShot(.clk(clk10000), .in(reset), .pulse(r));
OneShot sShot(.clk(clk10000), .in(startStop), .pulse(s));
Controller controller(.clk(clk10000), .isDone(isDone), .isEnd(isEnd), .s(s), 
                .RST(RST), .ldCounter(ldCounter), .counterVal(counterVal), .ldWatch(ldWatch),
                 .controllerState(controllerState));
CounterDiv counter(.clk(clk10000), .load(r | ldCounter), .valSel(counterVal), .clear(r | RST),
             .outputVal(counterOut));
DoneLogic dl(.val(counterOut), .isDone(isDone));
LoadReg16 watchR(.clk(clk10000), .load(r | ldWatch), .watchIn(watchIn), .watchOut(watch));
DisplayBCD display(.clk(clk2500), .BCD(watch), .sevenSeg(seg), .dp(dp), .an(an));
EndLogic el(.watch(watch), .dir(mode[1]), .isEnd(isEnd));
BCDIncDec incdec(.BCD(watch), .incOrDec(mode[1]), .nextBCD(watchInRight));
ResetMux rm(.mode(mode), .extVal(watchVal), .resetVal(watchInLeft));
WatchMux wm(.watchInRight(watchInRight), .watchInLeft(watchInLeft), .sel(r | RST), .watchIn(watchIn));
endmodule
`timescale 1ns / 1ps
module OneShot(input clk, input wire in, output wire pulse);
reg [1:0] cs;
initial cs = 0;
always@(posedge clk) begin
    case(cs)
        2'b00 : if(in) cs = 2'b01;
        2'b01 : if(in) cs = 2'b10; else cs = 2'b00;
        2'b10 : if(in == 0) cs = 2'b00;
    endcase
end
assign pulse = cs[0];
endmodule
File: flow/constraint.sdc
current_design Main

set clk_period 3.6
set clk_io_pct 0.2

create_clock -name clk0 -period $clk_period [get_ports {clk}]

set non_clock_inputs [all_inputs -no_clocks]
set_input_delay [expr $clk_period * $clk_io_pct] -clock clk0 $non_clock_inputs
set_output_delay [expr $clk_period * $clk_io_pct] -clock clk0 [all_outputs]
File: flow/config.mk
export PLATFORM = sky130hd
export DESIGN_NAME = Main
export DESIGN_NICKNAME = Main
export VERILOG_FILES = /design/flow/design.v
export SDC_FILE = /design/flow/constraint.sdc
export NUM_CORES = 4
export LEC_CHECK = 1
export CORE_UTILIZATION = 30
File: flow/run.sh
#!/bin/bash
# OpenROAD 26Q1-2900-gdf79404cd8, Yosys 0.63+post, stock flow scripts
make -C /OpenROAD-flow-scripts/flow DESIGN_CONFIG=/design/flow/config.mk WORK_HOME=/design/flow/orfs finish
==> summary.txt <==
initial drt markers -> 112
Simple-Gate Fraction of Synth Area -> 22.2%
Area Growth Syn to Fin -> 12.5%
CP Launch Type -> flop
# IOs -> 25
final WL -> 6510 µm
Complex Gates by Area -> 14.2%
FF-to-FF End -> div2500.clNext
core area -> 10,900 µm²
first-pass GRT wire length -> 11,400 µm
Unique masters post-synth -> 60
worst setup path start -> div2500.counter[0]
fin crit share -> 48.9%
endpoints left unconstrained -> 72
GR Overflow Total -> 0
Ant. Diodes -> 0
CP Capture Type -> flop
crit path time final -> 1.76 ns
R2R setup slack -> 1.84 ns
number of vias per cell -> 4.99
status -> finished, final reports clean
CTS max path bufs -> 2
RSZ-0062 raised after global routing -> false
root cell of the clock tree -> clkbuf_16
critical path type -> flop to flop
Final WS setup -> 1.84 ns
Clock transition at path regs -> 0.04 ns
largest net degree at the start of global routing -> 31
mapped cell area -> 3390 µm²
drt first pass iters -> 6
Worst VDD drop -> 0.397 mV
CTS H-tree lvls -> 1
drt drc -> 0
die span in y -> 108 µm
CTS Hold Buffers Added -> 0
yosys stat area -> 3390 µm²
#FFs+latches synth -> 46
overall power -> 0.386 mW
Critical R2R Launch -> div2500.counter[0]
OpenROAD warning count -> 42
end of the worst hold path -> div2500.counter[0]
FILL cells -> 1,110
min-delay src -> div2500.counter[0]
Avg WL per Cell -> 12.2 µm
Post-synth ARST share -> 0%
clk_skew -> 0.00181 ns
setup violators final -> 0
die area -> 11,700 µm²
worst hold path class -> flop to flop
Static Leak -> 1.51 nW
post-layout util -> 34.9%
crit path DAT -> 1.94 ns
Num CTS Buffers -> 3
Seq share, synth -> 35.1%
Latency at later pin -> 0.24 ns
Avg Cell Area, Syn -> 8.96 µm²
via count of the first global-routing pass -> 2,443
PostCTS Resize Cnt -> 0
vias -> 2,655
Yosys Instances -> 379
maximum fanout along the worst path -> 7
maxcap violations -> 0
final instance area -> 3820 µm²
Dominant flop cell -> edfxtp_1
number of core rows -> 38
Die Span X -> 108 µm
main logic family after synthesis -> simple AND/OR/NAND/NOR gates
Hold Path Depth -> 1
setup TNS -> 0 ns
share of layout cells above drive strength 1 -> 4.85%
Syn Inst Count -> 379
fa+ha+maj area frac -> 13.3%
Post-DP HPWL -> 4990 µm
Synth Area in XOR/XNOR -> 6.97%
input/output buffers -> 24
Worst Max-Slew Pin Slew -> 0.925 ns
final hold vios -> 0
GRT Util Overall -> 12.1%
register pins left without a clock -> 33
Post-synth EDFFs -> 27
Syn. warnings -> 18
max_slew headroom -> 36.6%
Final Max Tran Viols -> 0
setup bufs post-CTS -> 0
R2R depth -> 6
CP required -> 3.78 ns
fp util -> 31.0%
Max Freq -> 568 MHz
pre-CTS WS -> 1.85 ns
Post-DP Area -> 3740 µm²
TritonCTS clock tree -> built
DRT antenna net count -> 0
initial antenna violation count -> 0
Placer Congestion -> 0.896
Power Density -> 101 nW/µm²
MUX share of area -> 1.92%
-- power by group --
part / leakage (nW) / switching [mW] / internal [mW]
logic: 1.03 / 0.0173 / 0.0191
clock network: 0.0382 / 0.0538 / 0.149
registers: 0.437 / 0 / 0.147
total: 1.51 / 0.0711 / 0.315
-- cells by family after synthesis --
logic type,count (synthesis)
AND/OR/NAND/NOR,142
AND-OR/OR-AND,71
buffers and inverters,51
flip-flops,46
adder cells (fa/ha/maj),36
XOR/XNOR,27
multiplexers,6
-- cell type report --
class                      count  area [µm²]  area share [%]
inverter                      34         128            3.34
sequential                    46        1190            31.2
clock buffer                   4        78.8            2.06
timing repair buffer          26         255            6.69
tap                          140         175            4.59
multi-input combinational    282        1990            52.1
-- per-stage QoR --
| step | hold WS, ns | std cells |
|---|---|---|
| 2_1_floorplan | 0.448 | 379 |
| 3_3_place_gp | 0.478 | 528 |
| 3_5_place_dp | 0.495 | 528 |
| 4_1_cts | 0.500 | 532 |
| 5_1_grt | 0.524 | 532 |
| 6_report | 0.499 | 532 |
-- critical path: stages, from the launching register on --
cell	delay, ns
dfxtp_1	0.35
ha_1	0.31
and3_1	0.22
or2_2	0.28
a21oi_1	0.15
o2111a_1	0.22
and4_1	0.18
-- how the worst max path moves through the flow --
| stage | endpoint | cells past startpoint | slack (ns) |
|---|---|---|---|
| finish | div2500.clNext | 6 | 1.84 |
| global route | div2500.clNext | 6 | 1.69 |
| CTS | div2500.clNext | 6 | 1.85 |
-- synthesized netlist by cell type, types with 4 or more instances --
| cell type | number | area share [%] |
|---|---|---|
| a211oi_1 | 7 | 1.5 |
| a21oi_1 | 15 | 2.2 |
| a222oi_1 | 4 | 1.2 |
| and3_1 | 8 | 1.5 |
| buf_2 | 5 | 0.74 |
| clkbuf_1 | 8 | 0.88 |
| dfxtp_1 | 19 | 11 |
| edfxtp_1 | 27 | 24 |
| ha_1 | 36 | 13 |
| inv_1 | 33 | 3.6 |
| mux2i_1 | 4 | 1.2 |
| nand2_1 | 29 | 3.2 |
| nand3_1 | 17 | 2.5 |
| nor2_1 | 44 | 4.9 |
| nor2b_1 | 6 | 1.1 |
| nor3_1 | 5 | 0.74 |
| nor3b_1 | 4 | 0.88 |
| o21ai_0 | 14 | 2.1 |
| o22ai_1 | 9 | 1.7 |
| or3_1 | 4 | 0.74 |
| xnor2_1 | 17 | 4.4 |
| xor2_1 | 10 | 2.6 |
-- routing by layer --
| metal | vias to the layer above | wire length, µm | global-route usage [%] | share of wire [%] |
|---|---|---|---|---|
| met1 | 1242 | 3150 | 18.2 | 48 |
| met3 | 4 | 147 | 0.798 | 2.3 |
| met4 | 0 | 30 | 0.579 | 0.46 |
| met2 | 33 | 3190 | 20.7 | 49 |
| li1 | 1376 | - | - | - |
| met5 | - | 0 | 0 | 0 |
-- placed cells by master (no fill, tap or decap), drive strengths merged, types with 5 or more instances in the layout --
cell type	count
nor3	5
xnor2	17
o21ai	15
edfxtp	27
mux2i	5
and3	8
a21oi	16
nand3	17
ha	36
nor2	44
o22ai	9
nor2b	6
xor2	10
dfxtp	19
inv	34
a211oi	7
nand2	29
clkdlybuf4s50	24
nor4	5
-- flip-flops by register name, summed over array words and instances (netlist names) --
register,cells
controller.currentState,2
sShot.cs,2
div2500.clNext,1
watchR.watchOut,16
div10000.counter,2
rShot.cs,2
counter.counterVal,7
display.counter.state,2
div2500.counter,12
No activity file was given, so power comes from the tool's default toggle rates.
